==> ./design.v <==
`timescale 1ns / 1ps
module mux4(A, B, C, D, sel, out);
    input [1:0] sel;
    input [31:0] A;
    input [31:0] B;
    input [31:0] C;
    input [31:0] D;
	wire storage1;
	wire storage2;
    wire outputA;
    wire outputB;
    wire outputC;
    wire outputD;
    wire [31:0] A1;
    wire [31:0] B1;
    wire [31:0] C1;
    wire [31:0] D1;
    output [31:0] out;
	nor(outputA, sel[0], sel[1]);
	not(storage1, sel[1]);
	and(outputB, sel[0], storage1);
	not(storage2, sel[0]);
	and(outputC, storage2, sel[1]);
	and(outputD, sel[0], sel[1]);
	and(A1[0], A[0], outputA);
    and(A1[1], A[1], outputA);
    and(A1[2], A[2], outputA);
    and(A1[3], A[3], outputA);
    and(A1[4], A[4], outputA);
    and(A1[5], A[5], outputA);
    and(A1[6], A[6], outputA);
    and(A1[7], A[7], outputA);
    and(A1[8], A[8], outputA);
    and(A1[9], A[9], outputA);
    and(A1[10], A[10], outputA);
    and(A1[11], A[11], outputA);
    and(A1[12], A[12], outputA);
    and(A1[13], A[13], outputA);
    and(A1[14], A[14], outputA);
    and(A1[15], A[15], outputA);
    and(A1[16], A[16], outputA);
    and(A1[17], A[17], outputA);
    and(A1[18], A[18], outputA);
    and(A1[19], A[19], outputA);
    and(A1[20], A[20], outputA);
    and(A1[21], A[21], outputA);
    and(A1[22], A[22], outputA);
    and(A1[23], A[23], outputA);
    and(A1[24], A[24], outputA);
    and(A1[25], A[25], outputA);
    and(A1[26], A[26], outputA);
    and(A1[27], A[27], outputA);
    and(A1[28], A[28], outputA);
    and(A1[29], A[29], outputA);
    and(A1[30], A[30], outputA);
    and(A1[31], A[31], outputA);
	and(B1[0], B[0], outputB);
    and(B1[1], B[1], outputB);
    and(B1[2], B[2], outputB);
    and(B1[3], B[3], outputB);
    and(B1[4], B[4], outputB);
    and(B1[5], B[5], outputB);
    and(B1[6], B[6], outputB);
    and(B1[7], B[7], outputB);
    and(B1[8], B[8], outputB);
    and(B1[9], B[9], outputB);
    and(B1[10], B[10], outputB);
    and(B1[11], B[11], outputB);
    and(B1[12], B[12], outputB);
    and(B1[13], B[13], outputB);
    and(B1[14], B[14], outputB);
    and(B1[15], B[15], outputB);
    and(B1[16], B[16], outputB);
    and(B1[17], B[17], outputB);
    and(B1[18], B[18], outputB);
    and(B1[19], B[19], outputB);
    and(B1[20], B[20], outputB);
    and(B1[21], B[21], outputB);
    and(B1[22], B[22], outputB);
    and(B1[23], B[23], outputB);
    and(B1[24], B[24], outputB);
    and(B1[25], B[25], outputB);
    and(B1[26], B[26], outputB);
    and(B1[27], B[27], outputB);
    and(B1[28], B[28], outputB);
    and(B1[29], B[29], outputB);
    and(B1[30], B[30], outputB);
    and(B1[31], B[31], outputB);
	and(C1[0], C[0], outputC);
    and(C1[1], C[1], outputC);
    and(C1[2], C[2], outputC);
    and(C1[3], C[3], outputC);
    and(C1[4], C[4], outputC);
    and(C1[5], C[5], outputC);
    and(C1[6], C[6], outputC);
    and(C1[7], C[7], outputC);
    and(C1[8], C[8], outputC);
    and(C1[9], C[9], outputC);
    and(C1[10], C[10], outputC);
    and(C1[11], C[11], outputC);
    and(C1[12], C[12], outputC);
    and(C1[13], C[13], outputC);
    and(C1[14], C[14], outputC);
    and(C1[15], C[15], outputC);
    and(C1[16], C[16], outputC);
    and(C1[17], C[17], outputC);
    and(C1[18], C[18], outputC);
    and(C1[19], C[19], outputC);
    and(C1[20], C[20], outputC);
    and(C1[21], C[21], outputC);
    and(C1[22], C[22], outputC);
    and(C1[23], C[23], outputC);
    and(C1[24], C[24], outputC);
    and(C1[25], C[25], outputC);
    and(C1[26], C[26], outputC);
    and(C1[27], C[27], outputC);
    and(C1[28], C[28], outputC);
    and(C1[29], C[29], outputC);
    and(C1[30], C[30], outputC);
    and(C1[31], C[31], outputC);
	and(D1[0], D[0], outputD);
    and(D1[1], D[1], outputD);
    and(D1[2], D[2], outputD);
    and(D1[3], D[3], outputD);
    and(D1[4], D[4], outputD);
    and(D1[5], D[5], outputD);
    and(D1[6], D[6], outputD);
    and(D1[7], D[7], outputD);
    and(D1[8], D[8], outputD);
    and(D1[9], D[9], outputD);
    and(D1[10], D[10], outputD);
    and(D1[11], D[11], outputD);
    and(D1[12], D[12], outputD);
    and(D1[13], D[13], outputD);
    and(D1[14], D[14], outputD);
    and(D1[15], D[15], outputD);
    and(D1[16], D[16], outputD);
    and(D1[17], D[17], outputD);
    and(D1[18], D[18], outputD);
    and(D1[19], D[19], outputD);
    and(D1[20], D[20], outputD);
    and(D1[21], D[21], outputD);
    and(D1[22], D[22], outputD);
    and(D1[23], D[23], outputD);
    and(D1[24], D[24], outputD);
    and(D1[25], D[25], outputD);
    and(D1[26], D[26], outputD);
    and(D1[27], D[27], outputD);
    and(D1[28], D[28], outputD);
    and(D1[29], D[29], outputD);
    and(D1[30], D[30], outputD);
    and(D1[31], D[31], outputD);
	or(out[0], A1[0], B1[0], C1[0], D1[0]);
    or(out[1], A1[1], B1[1], C1[1], D1[1]);
    or(out[2], A1[2], B1[2], C1[2], D1[2]);
    or(out[3], A1[3], B1[3], C1[3], D1[3]);
    or(out[4], A1[4], B1[4], C1[4], D1[4]);
    or(out[5], A1[5], B1[5], C1[5], D1[5]);
    or(out[6], A1[6], B1[6], C1[6], D1[6]);
    or(out[7], A1[7], B1[7], C1[7], D1[7]);
    or(out[8], A1[8], B1[8], C1[8], D1[8]);
    or(out[9], A1[9], B1[9], C1[9], D1[9]);
    or(out[10], A1[10], B1[10], C1[10], D1[10]);
    or(out[11], A1[11], B1[11], C1[11], D1[11]);
    or(out[12], A1[12], B1[12], C1[12], D1[12]);
    or(out[13], A1[13], B1[13], C1[13], D1[13]);
    or(out[14], A1[14], B1[14], C1[14], D1[14]);
    or(out[15], A1[15], B1[15], C1[15], D1[15]);
    or(out[16], A1[16], B1[16], C1[16], D1[16]);
    or(out[17], A1[17], B1[17], C1[17], D1[17]);
    or(out[18], A1[18], B1[18], C1[18], D1[18]);
    or(out[19], A1[19], B1[19], C1[19], D1[19]);
    or(out[20], A1[20], B1[20], C1[20], D1[20]);
    or(out[21], A1[21], B1[21], C1[21], D1[21]);
    or(out[22], A1[22], B1[22], C1[22], D1[22]);
    or(out[23], A1[23], B1[23], C1[23], D1[23]);
    or(out[24], A1[24], B1[24], C1[24], D1[24]);
    or(out[25], A1[25], B1[25], C1[25], D1[25]);
    or(out[26], A1[26], B1[26], C1[26], D1[26]);
    or(out[27], A1[27], B1[27], C1[27], D1[27]);
    or(out[28], A1[28], B1[28], C1[28], D1[28]);
    or(out[29], A1[29], B1[29], C1[29], D1[29]);
    or(out[30], A1[30], B1[30], C1[30], D1[30]);
    or(out[31], A1[31], B1[31], C1[31], D1[31]);
endmodule
==> ./run.sh <==
#!/bin/bash
# OpenROAD 26Q1-2900-gdf79404cd8, Yosys 0.63+post, stock flow scripts
make -C /OpenROAD-flow-scripts/flow DESIGN_CONFIG=/design/flow/config.mk WORK_HOME=/design/flow/orfs finish
==> ./config.mk <==
export PLATFORM = sky130hd
export DESIGN_NAME = mux4
export DESIGN_NICKNAME = mux4
export VERILOG_FILES = /design/flow/design.v
export SDC_FILE = /design/flow/constraint.sdc
export NUM_CORES = 4
export LEC_CHECK = 1
export CORE_AREA = 10 10 95 95
export DIE_AREA = 0 0 105 105
==> ./constraint.sdc <==
current_design mux4

set clk_period 1.5
set clk_io_pct 0.2

create_clock -name clk0 -period $clk_period

set non_clock_inputs [all_inputs -no_clocks]
set_input_delay [expr $clk_period * $clk_io_pct] -clock clk0 $non_clock_inputs
set_output_delay [expr $clk_period * $clk_io_pct] -clock clk0 [all_outputs]
==> results.json <==
{
  "p_leak_nw": 1.13,
  "fillCellCount": 762,
  "rsz0062_at_grt": "yes",
  "layout-drive-gt1-share_pct": 37.9,
  "area_growth_syn_to_layout_pct": 191,
  "chipHeight_um": 105,
  "end_kind": "output pin",
  "drv_cap": 0,
  "chipArea_sq_um": 11000,
  "critPathSlowestCell": "mux4_2",
  "fin_crit_sh_pct": 102,
  "finalHoldViolations": 0,
  "ys_area_sq_um": 818,
  "lay_top_count": "dlygate4sd2_1",
  "antenna_left": 0,
  "logic_area_sq_um": 721,
  "hold_start": "C[20]",
  "final-setup-viol-count": 7,
  "place.gp.congestion": 0.928,
  "avgSynthCellArea_sq_um": 20.5,
  "cp-start-kind": "primary input",
  "antenna_found_initial": 1,
  "drv_slew": 0,
  "warning_count": 34,
  "p_total_w": 0.000585,
  "crit_required_ps": 1200,
  "drt_iter0_drc": 68,
  "fin_area_sq_um": 2380,
  "fin_util_pct": 34.5,
  "status": "complete, but fails checks",
  "nClkBuffers": 0,
  "setup_ws_ps": -24.4,
  "holdCritPathClass": "in2out",
  "grt_max_degree": 15,
  "wl_um": 6820,
  "ys_cells": 40,
  "worst_path_largest_cell_delay_ps": 520,
  "dp.cells": 296,
  "cp_top_family": "multiplexers",
  "grt.total_usage_pct": 11.9,
  "violations": "setup timing",
  "stdcell_count": 303,
  "vias": 1188,
  "finalSetupTns_ps": -72.4,
  "crit_type": "in2out",
  "die_w_um": 105,
  "post-route-drc-count": 0,
  "max_freq_mhz": 656,
  "dp_hpwl_um": 6170,
  "cp.arrival_ps": 1220,
  "rows": 30,
  "grt_pass1_vias": 1396,
  "worst-slew-pin-transition_ps": 139,
  "initial_utilization_pct": 11.8,
  "final_cell_mix": "dlygate4sd2_1, mux4_2, buf_2, buf_6, buf_4",
  "ys_seq_share_pct": 0,
  "wl_per_cell_um": 22.5,
  "worst-path-buf-inv": 3,
  "grt_overflow": 0,
  "ioPinCount": 162,
  "synth_cells": 40,
  "regArea_sq_um": 0,
  "core_sq_um": 6910,
  "path_cells": "buf_16 -> buf_12 -> mux4_2 -> buf_2",
  "post_dp_cell_area_sq_um": 2550,
  "flops": 0,
  "post-route-min-period_ps": 1520,
  "slew_headroom_pct": 90.7,
  "yosysUniqueCellTypes": 6,
  "netlist_area_sq_um": 818,
  "crit_start": "sel[0]",
  "power.density_nw_per_um2": 246,
  "crit_fanout": 7,
  "ir_worst_vdd_mv": 0.0630,
  "yosys_warnings": 0,
  "vias_per_cell": 3.92,
  "portBuffers": 162,
  "drtPass1Iterations": 6,
  "grt_pass1_wl_um": 9880
}
[worst paths after layout]
path / to / slack, ps / cells past startpoint
max: out[5] / -20 / 4
min: out[20] / 1080 / 3
[routing by layer]
layer	wire, um	up-vias	GRT usage [%]
met5	0	-	0
met4	35	0	1.08
met2	3740	72	22.3
met1	2500	572	13.2
met3	543	2	3.73
li1	-	542	-
[final cells by class]
cell class | instances | share of cell area [%]
Timing Repair Buffer | 174 | 64.6
Multi-Input combinational cell | 32 | 30.3
Tap cell | 96 | 5.04
Antenna cell | 1 | 0.105
[cell families (layout without fill, tap and decap cells)]
group                  Yosys count  after routing  synth area share, %
other                            0              1                    0
buffers and inverters            8            174                 11.0
muxes                           32             32                 89.0
[power breakdown]
part	internal, W	switching [W]	total [W]
logic	0.000428	0.000158	0.000585
clock network	0.0000000000893	0	0.0000000000893
registers	0	0	0
total	0.000428	0.000158	0.000585
[metrics by stage]
step	worst slack [ps]	hold slack, ps
5_1_grt	-47.2	1090
2_1_floorplan	183	759
4_1_cts	-24.4	1060
3_5_place_dp	-716	1590
3_3_place_gp	-705	1580
6_report	-24.4	1080
[what timing repair did]
action	in CTS	in global routing
gates cloned	3	0
hold buffers	0	0
pin swaps	0	0
setup endpoints to repair	32	29
buffers inserted	2	1
gates resized	252	2
[cell usage after synthesis]
library cell | instances | area [sq um]
buf_12 | 3 | 60.1
buf_2 | 3 | 15.0
buf_6 | 1 | 11.3
clkbuf_1 | 1 | 3.75
mux4_1 | 2 | 52.6
mux4_2 | 30 | 676
