===== design/flow/run.sh =====
#!/bin/bash
# OpenROAD 26Q1-2900-gdf79404cd8, Yosys 0.63+post, stock flow scripts
make -C /OpenROAD-flow-scripts/flow DESIGN_CONFIG=/design/flow/config.mk WORK_HOME=/design/flow/orfs finish

===== design/flow/config.mk =====
export PLATFORM = sky130hd
export DESIGN_NAME = buffer_ID_EX
export DESIGN_NICKNAME = buffer_ID_EX
export VERILOG_FILES = /design/flow/design.v
export SDC_FILE = /design/flow/constraint.sdc
export NUM_CORES = 4
export LEC_CHECK = 1
export CORE_AREA = 10 10 171 171
export DIE_AREA = 0 0 181 181

===== design/flow/constraint.sdc =====
current_design buffer_ID_EX

set clk_period 1.0
set clk_io_pct 0.2

create_clock -name clk0 -period $clk_period [get_ports {clock}]

set non_clock_inputs [all_inputs -no_clocks]
set_input_delay [expr $clk_period * $clk_io_pct] -clock clk0 $non_clock_inputs
set_output_delay [expr $clk_period * $clk_io_pct] -clock clk0 [all_outputs]

===== design/flow/design.v =====
`timescale 1ns / 1ps
module buffer_ID_EX(clock, imm, rd, rd1, rd2, PC, out_imm, out_rd, out_rd1, out_rd2, out_PC, brz, brn, j, regw, wai, memw, memr, alusrc, aluop, out_brz, out_brn, out_j, out_regw, out_wai, out_memw, out_memr, out_alusrc, out_aluop);
input clock;
input [31:0] imm;
input [5:0] rd;
input [31:0] rd1;
input [31:0] rd2;
input [31:0] PC;
input brz;
input brn;
input j;
input regw;
input wai;
input memw;
input memr;
input alusrc;
input [2:0] aluop;
output reg [31:0] out_imm;
output reg [5:0] out_rd;
output reg [31:0] out_rd1;
output reg [31:0] out_rd2;
output reg [31:0] out_PC;
output reg out_brz;
output reg out_brn;
output reg out_j;
output reg out_regw;
output reg out_wai;
output reg out_memw;
output reg out_memr;
output reg out_alusrc;
output reg [2:0] out_aluop;
  always @(negedge clock)
begin
out_imm = imm;
out_rd = rd;
out_rd1 = rd1;
out_rd2 = rd2;
out_PC = PC;
out_brz = brz;
out_brn = brn;
out_j = j;
out_regw = regw;
out_wai = wai;
out_memw = memw;
out_memr = memr;
out_alusrc = alusrc;
out_aluop = aluop;
end
endmodule

==> flow_summary.yaml <==
# flow metrics
status:
  outcome: "finished with violations"
  violations: "setup timing"
critical_path:
  cp.arrival_ps: 1360
  critPathCaptureType: "primary output"
  required_ps: 800
  critPathTopFamily: "flip-flops"
  startpoint_type: "register"
  path_max_fanout: 1
  slowest_delay_ps: 300
  critPathKind: "reg2out"
  critPathBufInv: 1
  cp_cell_sequence: "buf_2"
  cpMaxStageDelayCell: "dfxtp_1"
clock_tree:
  cts.hold.buffers_added: 0
  path_clk_slew_ps: 30
  htreeDepth: 4
  cts_made_buffers: 17
  cts_sinks: 145
  cts_root_buf: "clkbuf_16"
  ctsResizeCount: 475
  postCtsSetupBuffers: 0
  cts_tree: "done"
  cts_buffer_depth: 2
floorplanning:
  pin_count: 291
  rows: 58
  initCoreUtil_pct: 11.5
  die-area_um2: 32800
  die_h_um: 181
  core_um2: 25300
  dieWidth_um: 181
routing:
  dr.pass1.iters: 4
  antenna_cells: 0
  via_count: 2705
  drtIter0Drc: 35
  final_antenna_net_count: 0
  wirelength_mm: 11.7
  avgRoutedWirePerCell_um: 12.4
  drc_errors: 0
  via_per_inst: 2.87
yosys:
  top_area_cell: "dfxtp_1"
  ys_sh_aoi_pct: 0
  async_reset_ff_share_pct: 0
  synth-xor-area-share_pct: 0
  ys.flop_type: "dfxtp_1"
  synthTopCellsByArea: "dfxtp_1 (100%), inv_1 (0.13%)"
  simple_gate_share_pct: 0
  ys_seq_share_pct: 99.9
  muxShareOfSynthArea_pct: 0
  synthTopCellsByCount: "dfxtp_1 (145), inv_1 (1)"
  most_common_cell: "dfxtp_1"
  yosys_area_um2: 2910
  synth-warning-count: 1
  yosys_cells: 146
  avgSynthCellArea_um2: 19.9
  post_synth_num_cell_types: 2
  syn_inst: 146
  synthAdderAreaFrac_pct: 0
  edf_count: 0
  syn_area_um2: 2910
  top_logic_kind: "buffers and inverters"
  ys_seq_elements: 145
  synth_top_area_share_pct: 99.9
power_and_ir_drop:
  powerDensity_nw_per_um2: 2290
  leakagePower_nw: 3.42
  ir_drop_mv: 0.953
  total_power_mw: 15.2
worst_hold_path:
  holdCritPathClass: "in2reg"
final_layout:
  drive_gt1_share_pct: 30.7
  mi_logic_area_um2: 0
  syn_to_final_growth_pct: 128
  fin_cells: 942
  final_util_pct: 26.2
  num-multi-input-gates: 0
sta:
  holdWs_ps: 701
  tns_ps: -76440
  max_slew_margin_pct: 88.4
  fin_ws_ps: -556
  tightest_slew_ps: 173
  finalSetupViolations: 145
  slew_violations: 0
  rsz0062_at_grt: "true"
  hold_violations: 0
job:
  warnings: 172
  maxCapViolCount: 0
global_route:
  overflow: 0
  grt_usage_pct: 6.85
  grt_max_degree: 17
  antenna_found_initial: 0
  grt_pass1_wl_mm: 17.2
  grt_pass1_vias: 3113
place:
  placedCellCount: 766
  hpwl_mm: 9.32
  portBuffers: 290
  gp_congestion: 0.765
[cell families after synthesis]
group	after synthesis
buffers and inverters	1
DFF	145
[sequential cells by signal (all words and copies together), names as in the netlist, 3 cells and up]
name and flops:
out_rd 6, out_PC 32, out_imm 32, out_rd1 32, out_aluop 3, out_rd2 32
[metrics by stage]
| step | cell area [µm²] | setup WS [ps] |
|---|---|---|
| global route | 6630 | -621 |
| global placement | 6220 | -542 |
| finish | 6630 | -556 |
| detailed placement | 6220 | -548 |
| floorplan | 2910 | 38.5 |
| CTS | 6620 | -596 |
[metal layers]
layer	wire (µm)	GRT usage [%]
met4	342	4.59
met2	5860	10.6
met3	1560	5.98
met5	0	0
met1	3960	5.62
[cell type report]
cell class            instances  area [µm²]
fill                       2656       18700
clock inverter              160         674
clock buffer                 17         425
tap                         330         413
sequential                  145        2920
timing repair buffer        290        2200
[worst paths after layout]
path	startpoint	to	slack [ps]	cells after the start
worst max-delay path	out_imm[1]	out_imm[1]	-560	1
worst min-delay path	rd1[24]	out_rd1[24]	700	1
[where the power goes]
group,total (mW),internal [mW],switching (mW)
sequential,6.21,6.15,0.0605
combinational,0.832,0.685,0.147
clock,8.13,4.04,4.09
[cells in the final DEF (no fill, tap or decap)]
cell type / count
buf_2: 141
clkinv_8: 1
inv_1: 147
clkinv_4: 2
clkinvlp_2: 1
inv_8: 4
dfxtp_1: 132
clkbuf_16: 17
inv_4: 2
dfxtp_2: 13
inv_6: 3
buf_6: 4
clkdlybuf4s50_1: 145
Power figures rest on the tool's default switching activity, not on a simulated workload.
