==> ./design.v <==
`timescale 1ns / 1ps
module regfile(
    input [5:0] rd,
    input [5:0] rs,
    input [5:0] rt,
    input [31:0] din,
    input clk,
    input wrt,
    output reg [31:0] sout,
    output reg [31:0] tout
    );
reg [31:0] data [63:0];
initial begin
    data[0] = 0;
    data[1] = 9;  
    data[2] = 2;
    data[3] = 5;
    data[4] = 0;
    data[6] = 0;    
    data[7] = 0;    
    data[8] = 0;
    data[9] = 0;    
    data[10] = 0;    
    data[11] = 0;    
    data[12] = 0;    
    data[13] = 0;    
    data[14] = 0;    
    data[15] = 0;    
    data[16] = 0;    
    data[17] = 0;   
    data[18] = 0;    
    data[19] = 0;    
    data[20] = 0;    
    data[21] = 0;
    data[22] = 0;
    data[23] = 0;   
    data[24] = 0;
    data[25] = 0;    
    data[26] = 0;    
    data[27] = 0;    
    data[28] = 0;    
    data[29] = 0;    
    data[30] = 0;    
    data[31] = 0;    
    data[32] = 0;    
    data[33] = 0;    
    data[34] = 0;
    data[35] = 0;   
    data[36] = 0;    
    data[37] = 0;    
    data[38] = 0;    
    data[39] = 0;    
    data[40] = 0;    
    data[41] = 0;    
    data[42] = 0;    
    data[43] = 0;    
    data[44] = 0;    
    data[45] = 0;    
    data[46] = 0;    
    data[47] = 0;    
    data[48] = 0;    
    data[49] = 0;    
    data[50] = 0;    
    data[51] = 0;    
    data[52] = 0;    
    data[53] = 0;    
    data[54] = 0;
    data[55] = 0;    
    data[56] = 0;   
    data[57] = 0;    
    data[58] = 0;    
    data[59] = 0;    
    data[60] = 0;    
    data[61] = 0;    
    data[62] = 0;
    data[63] = 0;
end
always @(posedge clk) begin
if(wrt==1) begin
data[rd]=din;
end
sout=data[rs];
tout=data[rt];
end
endmodule
==> ./run.sh <==
#!/bin/bash
# OpenROAD 26Q1-2900-gdf79404cd8, Yosys 0.63+post, stock flow scripts
make -C /OpenROAD-flow-scripts/flow DESIGN_CONFIG=/design/flow/config.mk WORK_HOME=/design/flow/orfs finish
==> ./config.mk <==
export PLATFORM = sky130hd
export DESIGN_NAME = regfile
export DESIGN_NICKNAME = regfile
export VERILOG_FILES = /design/flow/design.v
export SDC_FILE = /design/flow/constraint.sdc
export NUM_CORES = 4
export LEC_CHECK = 1
export CORE_UTILIZATION = 40
==> ./constraint.sdc <==
current_design regfile

set clk_period 30.4
set clk_io_pct 0.2

create_clock -name clk0 -period $clk_period [get_ports {clk}]

set non_clock_inputs [all_inputs -no_clocks]
set_input_delay [expr $clk_period * $clk_io_pct] -clock clk0 $non_clock_inputs
set_output_delay [expr $clk_period * $clk_io_pct] -clock clk0 [all_outputs]
==> run summary <==
run results: outcome stopped before the end, failing step global routing, Err [ERROR GRT-0116] Global routing finished with congestion. Check the congestion regions in the DRC Viewer., post_cts resized 0, Mapped Cells 12,500, clk buf depth 3, xor+xnor area frac 0, CTS buffer count 239, Synth Area in Adders 0, routability cong. 1.34, CTS Sinks 2,112, io pins 116, global-route wire length before repair 1510 mm, # port buffers 115, Compound-Gate Fraction of Synth Area 0.276, Chip Width 507 um, Global Route Usage Sum 0.895, largest net degree at the start of global routing 68, Distinct cells, synth 84, vias in the first global route 143,000, synthesized area 0.102 mm2, Async SR Flop Fraction 0, top cells by count 2,112 x dfxtp_1, 1,852 x a21oi_1, 1,445 x nand2_1, pre-CTS WS 18.69 ns, Yosys top cell by area dfxtp_1, # rows 185, yosys simple share 0.163, total gr overflow 1,020, synth warn 2, post-CTS setup buffer count 0, ys flop type dfxtp_1, number of enable flip-flop cells 0, Detail Placement HPWL 714 mm, Top cells by area dfxtp_1 41%, a21oi_1 9.1%, o21ai_0 6.0%, Main logic family AND-OR/OR-AND gates, Post-synth seq share 0.414, Mux area share 0.0880, Max-area cell share 0.414, placed cell area 0.112 mm2, Hold-fix buffers, CTS 0, CTS H-tree lvls 4, Initial Util 0.402, die y size 507 um, # Cells Yosys 12,500, Mapped Avg Cell Area 8.15 um2, Chip Area, Yosys 0.102 mm2, CTS Root Cell clkbuf_16, count leader, synth dfxtp_1, Synthesized registers 2,112, Placed Cells 15,800
routing by layer:
layer  GRT usage  overflow
met4       0.856       372
met5       0.751        16
met2       0.950       403
met1       0.901        91
met3       0.856       138
per-stage QoR:
step                      power (mW)  hold slack (ns)   util
after global placement          4.50            0.452  0.439
after CTS                       7.54            0.473  0.472
after floorplan                 3.89            0.433      -
after detailed placement        4.51            0.452  0.439
kinds of logic after synthesis:
kind of cell           after synthesis
AND-OR/OR-AND                     4602
buffers and inverters             1530
flip-flops                        2112
multiplexers                       829
AND/OR/NAND/NOR                   3463
Power is estimated from default activity; no workload was simulated.
